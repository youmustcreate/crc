<file path="./run.sh">
#!/bin/bash
# OpenROAD 26Q1-2900-gdf79404cd8, Yosys 0.63+post, stock flow scripts
make -C /OpenROAD-flow-scripts/flow DESIGN_CONFIG=/design/flow/config.mk WORK_HOME=/design/flow/orfs finish
</file>
<file path="./config.mk">
export PLATFORM = sky130hd
export DESIGN_NAME = crc16_generator
export DESIGN_NICKNAME = crc16_generator
export VERILOG_FILES = /design/flow/design.v
export SDC_FILE = /design/flow/constraint.sdc
export NUM_CORES = 4
export LEC_CHECK = 1
export CORE_UTILIZATION = 30
</file>
<file path="./constraint.sdc">
current_design crc16_generator

set clk_period 6.2
set clk_io_pct 0.2

create_clock -name clk0 -period $clk_period [get_ports {clk}]

set non_clock_inputs [all_inputs -no_clocks]
set_input_delay [expr $clk_period * $clk_io_pct] -clock clk0 $non_clock_inputs
set_output_delay [expr $clk_period * $clk_io_pct] -clock clk0 [all_outputs]
</file>
<file path="./design.v">
module crc16_generator (
    input  [95:0]     data_in_ori    ,
    input             clk            ,
    input             rst            ,
    input             start          ,
    output  reg       valid          ,
    output [15:0]     crc_16     
);
reg [15:0] crc_reg;
reg [15:0] crc_out;
wire [7:0] data_in[11:0];
generate
    genvar j;
    for (j=0;j<12;j=j+1)begin
        assign data_in[j] = data_in_ori[j*8+7:0+j*8];
    end
endgenerate
wire [7:0] data_r_0;
wire [7:0] data_r_1;
wire [7:0] data_r_2;
wire [7:0] data_r_3;
wire [7:0] data_r_4;
wire [7:0] data_r_5;
wire [7:0] data_r_6;
wire [7:0] data_r_7;
wire [7:0] data_r_8;
wire [7:0] data_r_9;
wire [7:0] data_r_10;
wire [7:0] data_r_11;
generate
    genvar i;
    for (i=0;i<8;i=i+1)begin
        assign data_r_0[7-i] =  data_in[11][i];
        assign data_r_1[7-i] =  data_in[10][i];
        assign data_r_2[7-i] =  data_in[9][i];
        assign data_r_3[7-i] =  data_in[8][i];
        assign data_r_4[7-i] =  data_in[7][i];
        assign data_r_5[7-i] =  data_in[6][i];
        assign data_r_6[7-i] =  data_in[5][i];
        assign data_r_7[7-i] =  data_in[4][i];
        assign data_r_8[7-i] =  data_in[3][i];
        assign data_r_9[7-i] =  data_in[2][i];
        assign data_r_10[7-i] = data_in[1][i];
        assign data_r_11[7-i] = data_in[0][i];
    end
endgenerate
reg  [7:0]  data   ;
reg  [7:0]  state  ;
reg  [7:0]  count  ;
always @(posedge clk or posedge rst) begin
    if (rst) begin
        state   <= 0           ;
        count   <= 0           ;
        valid   <= 0           ; 
    end else begin
        case(state)
        0:begin
            crc_reg <= 16'hFFFF ;
            if(start)begin
                state   <= 1        ;
                valid   <= 0        ;
                data    <= data_r_0 ;
                count   <= 0        ;
            end
        end
        1:begin
            count <= count + 1;
            if(count == 8)begin
                state <= 2;
                data  <= data_r_1;
                count <= 0;
            end else begin
                if ((crc_reg[15] ^ data[7]) == 1'b1) begin
                    crc_reg = {crc_reg[14:0], 1'b0} ^ 16'h8005;
                end else begin
                    crc_reg = {crc_reg[14:0], 1'b0};
                end
                data <= data << 1;
            end
        end
        2:begin
            count <= count + 1;
            if(count == 8)begin
                state <= 3;
                data  <= data_r_2;
                count <= 0;
            end else begin
                if ((crc_reg[15] ^ data[7]) == 1'b1) begin
                    crc_reg = {crc_reg[14:0], 1'b0} ^ 16'h8005;
                end else begin
                    crc_reg = {crc_reg[14:0], 1'b0};
                end
                data <= data << 1;
            end
        end
        3:begin
            count <= count + 1;
            if(count == 8)begin
                state <= 4;
                data  <= data_r_3;
                count <= 0;
            end else begin
                if ((crc_reg[15] ^ data[7]) == 1'b1) begin
                    crc_reg = {crc_reg[14:0], 1'b0} ^ 16'h8005;
                end else begin
                    crc_reg = {crc_reg[14:0], 1'b0};
                end
                data <= data << 1;
            end
        end
        4:begin
            count <= count + 1;
            if(count == 8)begin
                state <= 5;
                data  <= data_r_4;
                count <= 0;
            end else begin
                if ((crc_reg[15] ^ data[7]) == 1'b1) begin
                    crc_reg = {crc_reg[14:0], 1'b0} ^ 16'h8005;
                end else begin
                    crc_reg = {crc_reg[14:0], 1'b0};
                end
                data <= data << 1;
            end
        end
        5:begin
            count <= count + 1;
            if(count == 8)begin
                state <= 6;
                data  <= data_r_5;
                count <= 0;
            end else begin
                if ((crc_reg[15] ^ data[7]) == 1'b1) begin
                    crc_reg = {crc_reg[14:0], 1'b0} ^ 16'h8005;
                end else begin
                    crc_reg = {crc_reg[14:0], 1'b0};
                end
                data <= data << 1;
            end
        end
        6:begin
            count <= count + 1;
            if(count == 8)begin
                state <= 7;
                data  <= data_r_6;
                count <= 0;
            end else begin
                if ((crc_reg[15] ^ data[7]) == 1'b1) begin
                    crc_reg = {crc_reg[14:0], 1'b0} ^ 16'h8005;
                end else begin
                    crc_reg = {crc_reg[14:0], 1'b0};
                end
                data <= data << 1;
            end
        end
        7:begin
            count <= count + 1;
            if(count == 8)begin
                state <= 8;
                data  <= data_r_7;
                count <= 0;
            end else begin
                if ((crc_reg[15] ^ data[7]) == 1'b1) begin
                    crc_reg = {crc_reg[14:0], 1'b0} ^ 16'h8005;
                end else begin
                    crc_reg = {crc_reg[14:0], 1'b0};
                end
                data <= data << 1;
            end
        end
        8:begin
            count <= count + 1;
            if(count == 8)begin
                state <= 9;
                data  <= data_r_8;
                count <= 0;
            end else begin
                if ((crc_reg[15] ^ data[7]) == 1'b1) begin
                    crc_reg = {crc_reg[14:0], 1'b0} ^ 16'h8005;
                end else begin
                    crc_reg = {crc_reg[14:0], 1'b0};
                end
                data <= data << 1;
            end
        end
        9:begin
            count <= count + 1;
            if(count == 8)begin
                state <= 10;
                data  <= data_r_9;
                count <= 0;
            end else begin
                if ((crc_reg[15] ^ data[7]) == 1'b1) begin
                    crc_reg = {crc_reg[14:0], 1'b0} ^ 16'h8005;
                end else begin
                    crc_reg = {crc_reg[14:0], 1'b0};
                end
                data <= data << 1;
            end
        end
        10:begin
            count <= count + 1;
            if(count == 8)begin
                state <= 11;
                data  <= data_r_10;
                count <= 0;
            end else begin
                if ((crc_reg[15] ^ data[7]) == 1'b1) begin
                    crc_reg = {crc_reg[14:0], 1'b0} ^ 16'h8005;
                end else begin
                    crc_reg = {crc_reg[14:0], 1'b0};
                end
                data <= data << 1;
            end
        end
        11:begin
            count <= count + 1;
            if(count == 8)begin
                state   <= 12;
                data    <= data_r_11;
                count   <= 0;
            end else begin
                if ((crc_reg[15] ^ data[7]) == 1'b1) begin
                    crc_reg = {crc_reg[14:0], 1'b0} ^ 16'h8005;
                end else begin
                    crc_reg = {crc_reg[14:0], 1'b0};
                end
                data <= data << 1;
            end
        end
        12:begin
            count <= count + 1;
            if(count == 8)begin
                state   <= 0       ;
                crc_out <= crc_reg ;
                valid   <= 1       ;
                count   <= 0       ;
            end else begin
                if ((crc_reg[15] ^ data[7]) == 1'b1) begin
                    crc_reg = {crc_reg[14:0], 1'b0} ^ 16'h8005;
                end else begin
                    crc_reg = {crc_reg[14:0], 1'b0};
                end
                data <= data << 1;
            end
        end
        default:;
        endcase
    end
end
generate
    genvar k;
    for (k=0;k<16;k=k+1)begin
        assign crc_16[15-k] = crc_out[k];
    end
endgenerate
endmodule
</file>
==> deck_impl_summary.md <==
Key Metrics from the Run

Run status
  • Status: finished, final reports clean

Job
  • OpenROAD warnings: 26
  • Max_cap viols: 0

Clock tree
  • Post-CTS Setup Bufs: 0
  • Bufs on Longest Clock Path: 2
  • Clk pin slew, worst setup/hold paths: 0.08 ns
  • CTS Root Cell: clkbuf_8
  • Clock Latency Late Sink: 0.34 ns
  • CTS resizes: 0
  • CTS tree: built
  • H-tree level count: 3
  • Cts hold-fix bufs: 0
  • TritonCTS Sinks: 62
  • Total CTS buffers: 9

Drt
  • Via count: 2725
  • Detailed Routing Iterations Pass 1: 4
  • Vias/cell: 5.08
  • DRT Wirelength: 8960 um
  • Ant. Diodes: 0
  • DRT antenna net count: 0
  • Drt drc: 0
  • Per-cell routed wire length: 16.7 um
  • Initial drt markers: 138

Critical path
  • CP Class: reg2reg
  • Worst r2r path cells: 5
  • Startpoint Class: flip-flop
  • Worst path required time: 6.23 ns
  • Critical path, cell by cell: or4_1, or4_4, or2_1, a211oi_2, buf_4
  • CP max-delay cell: or4_1
  • Worst stage delay on the critical path: 0.65 ns
  • CP endpoint kind: flip-flop
  • Critical path peak fanout: 19
  • Critical path arrival: 3.08 ns

Final layout
  • Most numerous logic cell after layout: clkdlybuf4s50_1
  • Share of layout cells above drive strength 1: 7.94%
  • Non-filler cells, final: 536
  • Final instance area: 4640 um^2
  • # fillers: 919
  • Area grow syn2layout: 47.5%
  • Most frequent logic cells in the routed design: clkdlybuf4s50_1 (115), nand2_1 (53), edfxtp_1 (40), dfrtp_1 (21)

Synthesis
  • Yosys cell count: 285
  • Synth area leader: edfxtp_1
  • Yosys chip area: 3140 um^2
  • Top cells, area: edfxtp_1 (38%), dfrtp_1 (17%), nand2_1 (6.3%), a22o_1 (4.5%), a221oi_1 (4.2%)
  • Synth Cell Area: 3140 um^2
  • Post-synthesis async set-or-reset flop share: 35.5%
  • Yosys cell types: 46
  • Avg Cell Area, Syn: 11.0 um^2
  • Post-Syn Instances: 285
  • Syn. warnings: 1
  • Area share, top type: 38.2%
  • Post-synth EDFFs: 40
  • Ys flop type: edfxtp_1
  • Seq cells post-synth: 62
  • Post-synth seq share: 55.8%

Die
  • Die X: 104 um
  • Die Size: 10900 um^2
  • FP Rows: 36
  • Core footprint: 9950 um^2
  • Top Ports: 116
  • FP Core Util: 31.6%
  • Die height: 104 um

Final timing
  • Hold WS: 0.447 ns
  • Slew Limit Fails: 0
  • Setup repair after global routing missed its margin: no
  • Max_slew headroom: 46.3%
  • Final TNS setup: 0 ns
  • Clock Skews: 0.00860 ns
  • Cycle use final: 49.1%
  • Fmax: 328 MHz
  • Final tally of setup violations: 0
  • Least-Margin Pin Slew: 0.804 ns
  • Final Hold Violating Endpoints: 0
  • Final min period: 3.05 ns

Place
  • Placed insts: 520
  • Post-DP HPWL: 6640 um
  • GP Congestion: 0.875
  • Port buffer count: 115
  • Dpl cell area: 4410 um^2

Power and ir drop
  • Lkg Pwr: 0.00171 uW
  • Max IR drop VDD: 137 uV
  • Pwr/cell area: 376 nW/um^2

Global routing
  • Largest net degree at the start of global routing: 23
  • Vias in the first global route: 2816
  • Initial antenna violation count: 0
  • First-pass GRT wire length: 14300 um
  • GRT Residual Overflow: 0
  • Gr usage total: 17.7%

Min path
  • WHS Path Cells: 0
  • Hold Crit Class: reg2reg
worst paths after layout:
kind | startpoint | end | slack, ns
worst min register to register | crc_reg[0] | crc_out[0] | 0.45
max in group asynchronous | rst | state[0] | 4.51
worst min-delay path | crc_reg[0] | crc_out[0] | 0.45
worst max-delay path | flip-flop | crc_reg[5] | 3.15
min in group asynchronous | rst | count[1] | 1.42
worst max register to register | flip-flop | crc_reg[5] | 3.15
logic make-up (layout without fill, tap and decap cells):
logic type | after synthesis | count (layout) | share of synthesized area (%)
XOR/XNOR | 3 | 3 | 0.836
AND-OR/OR-AND | 80 | 80 | 20.0
flip-flops | 62 | 62 | 55.8
adder cells (fa/ha/maj) | 2 | 2 | 0.796
buffers and inverters | 23 | 141 | 3.54
multiplexers | 8 | 8 | 2.63
AND/OR/NAND/NOR | 107 | 107 | 16.4
power by group:
part           switching (uW)  total, uW  internal, uW
Combinational             311        600           289
Clock                     174        406           232
Sequential                114        736           622
area by class of cell:
class | instances | area (um^2) | area share, %
Clock buffer | 9 | 124 | 2.67
Tap cell | 133 | 166 | 3.59
Inverter | 4 | 15.0 | 0.324
Clock inverter | 7 | 103 | 2.21
Timing Repair Buffer | 121 | 1200 | 25.8
Sequential cell | 62 | 1750 | 37.8
Multi-Input combinational cell | 200 | 1280 | 27.6
per-layer routing:
| metal | part of all wire (%) | GRT usage, % |
|---|---|---|
| met5 | 0 | 0 |
| met2 | 47 | 28.6 |
| met3 | 10 | 5.55 |
| met4 | 2.1 | 4.18 |
| met1 | 41 | 23.7 |
Yosys cell counts (3+ instances only):
master and count:
nand3_1 4, nor2_1 10, nor3_1 8, a222oi_1 7, a221oi_1 15, edfxtp_1 40
or2b_1 3, a31oi_1 5, a22o_1 16, inv_1 4, nand2_1 53, clkbuf_1 13
a22oi_1 5, buf_6 3, dfrtp_1 21, o21ai_0 13, nand2b_1 16, a21oi_1 8
mux2i_1 6
through the flow:
step	util, %	setup slack, ns	power, uW
finish	46.6	3.15	1740
global route	46.6	3.05	1860
CTS	46.6	3.15	1760
detailed placement	44.3	3.14	1340
global placement	44.3	3.14	1330
floorplan	-	3.04	1160
worst max-delay path, delay by kind of cell, from the launching register on:
family	cells	cell delay, ns
flops	1	0.55
simple gates	3	1.63
buf+inv	1	0.26
compound gates	1	0.29
Power and IR drop assume default switching activity.
